### run.sh
#!/bin/bash
# OpenROAD 26Q1-2900-gdf79404cd8, Yosys 0.63+post, stock flow scripts
make -C /OpenROAD-flow-scripts/flow DESIGN_CONFIG=/design/flow/config.mk WORK_HOME=/design/flow/orfs finish
### config.mk
export PLATFORM = sky130hd
export DESIGN_NAME = APB_memory
export DESIGN_NICKNAME = APB_memory
export VERILOG_FILES = /design/flow/design.v
export SDC_FILE = /design/flow/constraint.sdc
export NUM_CORES = 4
export LEC_CHECK = 1
export CORE_UTILIZATION = 40
export SYNTH_HDL_FRONTEND = slang
### constraint.sdc
current_design APB_memory

set clk_period 16.9
set clk_io_pct 0.2

create_clock -name clk0 -period $clk_period [get_ports {Pclk}]

set non_clock_inputs [all_inputs -no_clocks]
set_input_delay [expr $clk_period * $clk_io_pct] -clock clk0 $non_clock_inputs
set_output_delay [expr $clk_period * $clk_io_pct] -clock clk0 [all_outputs]
### design.v
class apb_trans_cov;
    rand bit [31:0] addr;
    rand bit        write;
    rand bit [31:0] wdata;
    bit [31:0] rdata;
    bit        slverr;
    constraint addr_limit { addr < 32; }
    covergroup apb_cg;    
        ADDR_CV : coverpoint addr {
            bins low  = {[0:7]};
            bins mid  = {[8:23]};
            bins high = {[24:31]};
        }
        RW_CV : coverpoint write {
            bins read  = {0};
            bins write = {1};
        }
        WDATA_CV : coverpoint wdata iff (write) {
            bins zero = {32'h0};
            bins ones = {32'hFFFF_FFFF};
        }
        ADDR_X_RW : cross ADDR_CV, RW_CV;
    endgroup
    function new();
        apb_cg = new();
    endfunction
    function void sample();
        apb_cg.sample();
    endfunction
endclass
class apb_generator;
    mailbox #(apb_trans_cov) gen2drv;
    function new(mailbox #(apb_trans_cov) gen2drv);
        this.gen2drv = gen2drv;
    endfunction
    task start();
        apb_trans_cov tr;
        repeat (30) begin
            tr = new();
            if (tr.randomize())
                gen2drv.put(tr);
            else
                $display("Randomization failed!");
        end
    endtask
endclass
class apb_driver;
    virtual apb_if.master vif;
    mailbox #(apb_trans_cov) gen2drv;
    mailbox #(apb_trans_cov) drv2sb;
    function new(virtual apb_if.master vif,
                 mailbox #(apb_trans_cov) gen2drv,
                 mailbox #(apb_trans_cov) drv2sb);
        this.vif     = vif;
        this.gen2drv = gen2drv;
        this.drv2sb  = drv2sb;
    endfunction
    task drive_one(apb_trans_cov tr);
        vif.Paddr  <= tr.addr;
        vif.Pwrite <= tr.write;
        vif.Pselx  <= 1;
        vif.Penable<= 0;
        vif.Pwdata <= tr.wdata;
        @(posedge vif.Pclk);
        vif.Penable <= 1;
        @(posedge vif.Pclk);
        if (!tr.write)
            tr.rdata = vif.Prdata;
        tr.slverr = vif.Pslverr;
        vif.Pselx   <= 0;
        vif.Penable <= 0;
        drv2sb.put(tr);
    endtask
    task start();
        apb_trans_cov tr;
        forever begin
            gen2drv.get(tr);
            drive_one(tr);
        end
    endtask
endclass
class apb_monitor;
    virtual apb_if vif;
    mailbox #(apb_trans_cov) mon2sb;
    function new(virtual apb_if vif, mailbox #(apb_trans_cov) mon2sb);
        this.vif = vif;
        this.mon2sb = mon2sb;
    endfunction
    task start();
        apb_trans_cov tr;    
        forever begin
            @(posedge vif.Pclk iff (vif.Pselx && vif.Penable));
            tr = new();       
            tr.addr   = vif.Paddr;
            tr.write  = vif.Pwrite;
            tr.wdata  = vif.Pwdata;
            tr.rdata  = vif.Prdata;
            tr.slverr = vif.Pslverr;
            mon2sb.put(tr);
        end
    endtask
endclass
class apb_scoreboard;
    mailbox #(apb_trans_cov) drv2sb;
    mailbox #(apb_trans_cov) mon2sb;
    bit [31:0] ref_mem [0:31];
    function new(mailbox #(apb_trans_cov) drv2sb,
                 mailbox #(apb_trans_cov) mon2sb);
        this.drv2sb = drv2sb;
        this.mon2sb = mon2sb;
    endfunction
    task start();
        apb_trans_cov drv_tr, mon_tr;
        forever begin
            drv2sb.get(drv_tr);
            mon2sb.get(mon_tr);
            if (drv_tr.write)
                ref_mem[drv_tr.addr] = drv_tr.wdata;
            if (!drv_tr.write) begin
                if (mon_tr.rdata !== ref_mem[drv_tr.addr])
                    $error("Scoreboard mismatch: addr=%0d exp=%0h got=%0h",
                           drv_tr.addr, ref_mem[drv_tr.addr], mon_tr.rdata);
            end
            drv_tr.sample();
        end
    endtask
endclass
class apb_env;
    apb_generator  gen;
    apb_driver     drv;
    apb_monitor    mon;
    apb_scoreboard sb;
    mailbox #(apb_trans_cov) gen2drv = new();
    mailbox #(apb_trans_cov) drv2sb  = new();
    mailbox #(apb_trans_cov) mon2sb  = new();
    virtual apb_if vif;
    function new(virtual apb_if vif);
        this.vif = vif;
        gen = new(gen2drv);
        drv = new(vif.master, gen2drv, drv2sb);
        mon = new(vif, mon2sb);
        sb  = new(drv2sb, mon2sb);
    endfunction
    task start();
        fork
            gen.start();
            drv.start();
            mon.start();
            sb.start();
        join_none
    endtask
endclass
interface apb_if (input logic Pclk, input logic Prst);
    logic [31:0] Paddr;
    logic        Pselx;
    logic        Penable;
    logic        Pwrite;
    logic [31:0] Pwdata;
    logic        Pready;
    logic        Pslverr;
    logic [31:0] Prdata;
    modport master (
        input  Pclk, Prst,
        input  Pready, Prdata, Pslverr,
        output Paddr, Pselx, Penable, Pwrite, Pwdata
    );
    modport slave (
        input  Pclk, Prst,
        input  Paddr, Pselx, Penable, Pwrite, Pwdata,
        output Pready, Pslverr, Prdata
    );
    property p_penable_requires_psel;
        @(posedge Pclk) disable iff (!Prst)
            Penable |-> Pselx;
    endproperty
    assert property (p_penable_requires_psel)
        else $error("APB PROTOCOL ERROR: PENABLE=1 while PSEL=0");
    property p_setup_to_access;
        @(posedge Pclk) disable iff (!Prst)
            (Pselx && !Penable) |=> (Pselx && Penable);
    endproperty
    assert property (p_setup_to_access)
        else $error("APB PROTOCOL ERROR: ACCESS did not follow SETUP phase");
    property p_pready_only_in_access;
        @(posedge Pclk) disable iff (!Prst)
            Pready |-> (Pselx && Penable);
    endproperty
    assert property (p_pready_only_in_access)
        else $error("APB PROTOCOL ERROR: PREADY asserted outside ACCESS phase");
    logic [31:0] addr_prev;
    always @(posedge Pclk)
        addr_prev <= Paddr;
    property p_addr_stable_access;
        @(posedge Pclk) disable iff (!Prst)
            (Pselx && Penable) |-> (Paddr == addr_prev);
    endproperty
    assert property (p_addr_stable_access)
        else $error("APB PROTOCOL ERROR: Address changed during ACCESS phase");
    logic [31:0] wdata_prev;
    always @(posedge Pclk)
        wdata_prev <= Pwdata;
    property p_wdata_stable_access;
        @(posedge Pclk) disable iff (!Prst)
            (Pselx && Penable && Pwrite) |-> (Pwdata == wdata_prev);
    endproperty
    assert property (p_wdata_stable_access)
        else $error("APB PROTOCOL ERROR: Pwdata changed during WRITE ACCESS");
    logic [31:0] rdata_prev;
    always @(posedge Pclk)
        rdata_prev <= Prdata;
    property p_rdata_stable_access;
        @(posedge Pclk) disable iff (!Prst)
            (Pselx && Penable && !Pwrite) |-> (Prdata == rdata_prev);
    endproperty
    assert property (p_rdata_stable_access)
        else $error("APB PROTOCOL ERROR: Prdata changed during READ ACCESS");
    property p_no_xz;
        @(posedge Pclk)
            !$isunknown({Pselx, Penable, Pwrite});
    endproperty
    assert property (p_no_xz)
        else $error("APB PROTOCOL ERROR: X/Z detected on control signals");
endinterface
module APB_memory (
    input  logic        Pclk,
    input  logic        Prst,         
    input  logic [31:0] Paddr,
    input  logic        Pselx,
    input  logic        Penable,
    input  logic        Pwrite,
    input  logic [31:0] Pwdata,
    output logic        Pready,
    output logic        Pslverr,
    output logic [31:0] Prdata,
    output logic [31:0] temp
);
    parameter ADDR_WIDTH = 5;
    parameter DEPTH = (1 << ADDR_WIDTH);
    logic [31:0] mem [0:DEPTH-1];
    logic [ADDR_WIDTH-1:0] addr_reg;
    logic [31:0] read_data;
    typedef enum logic [1:0] {
        IDLE,
        SETUP,
        ACCESS
    } apb_state_t;
    apb_state_t present_state, next_state;
    always_ff @(posedge Pclk or negedge Prst) begin
        if (!Prst)
            present_state <= IDLE;
        else
            present_state <= next_state;
    end
    always_comb begin
        next_state = present_state;
        case (present_state)
            IDLE:  if (Pselx)       next_state = SETUP;
            SETUP:                   next_state = ACCESS;
            ACCESS: if (!Pselx)     next_state = IDLE;
                    else             next_state = SETUP;
        endcase
    end
    always_ff @(posedge Pclk or negedge Prst) begin
        if (!Prst) begin
            Pready   <= 1'b0;
            Pslverr  <= 1'b0;
            Prdata   <= 32'd0;
            temp     <= 32'd0;
            addr_reg <= {ADDR_WIDTH{1'b0}};
            read_data<= 32'd0;
        end else begin
            Pready <= 1'b0;
            Pslverr <= 1'b0;  
            case (present_state)
                IDLE: begin
                end
                SETUP: begin
                    addr_reg <= Paddr[ADDR_WIDTH-1:0];  
                end
                ACCESS: begin
                    Pready <= 1'b1;
                    if (Pwrite) begin
                        mem[addr_reg] <= Pwdata;
                        temp <= Pwdata;
                    end else begin
                        read_data <= mem[addr_reg];
                        temp <= mem[addr_reg];
                    end
                end
            endcase
            Prdata <= read_data;
        end
    end
endmodule
==> results.tsv <==
stage	metric	value	unit
drt	DR vias	22500	
final_timing	Fin. Hold Viols	0	
final_layout	Largest register FFs	1024	
clock_tree	CTS Buffer Depth	3	
final_timing	relative slew slack	38.2	%
floorplanning	die span in y	329	um
floorplanning	FP Util	40.6	%
setup_path	kind of end point of the critical path	flip-flop	
final_layout	layout cells sized above 1	13.5	%
final_timing	pins over their slew limit	0	
global_routing	gr busiest metal	met2	
drt	drt drc	0	
setup_path	Crit Path Class	in2reg	
drt	antenna viol nets, final	0	
synthesis	flops & latches, synth	1129	
final_timing	Hold WS	378	ps
hold_path	min-delay worst type	reg2reg	
power	maximum VDD drop	0.000117	V
clock_tree	clk sinks	1129	
floorplanning	io pins	135	
setup_path	startpoint types	input pin	
synthesis	Yosys Chip Area	42900	um^2
global_routing	M3 GR Usage	14.5	%
synthesis	Seq/Total Area, Yosys	77.8	%
drt	vias per inst	5.48	
final_timing	Setup Viol. Count Final	0	
synthesis	cells after synthesis	2409	
synthesis	Syn Area/Cell	17.8	um^2
setup_path	worst r2r src	addr_reg[1]	
run	maxcap violations	0	
global_routing	global routing usage on met2	32.0	%
global_routing	total gr overflow	0	
synthesis	Dominant cell area share	71.7	%
drt	ANT cells	0	
clock_tree	Hold Buf Count CTS	0	
setup_path	slowest stage delay, CP	610	ps
power	Lkg Pwr	17.6	nW
final_timing	maximum clock rate	172	MHz
global_routing	met1 GRT Util	26.0	%
synthesis	# Cells Yosys	2409	
setup_path	slowest CP cell	nand3_1	
place	Final GP Congestion	0.854	
clock_tree	CTS tree	built	
setup_path	CP cell instances	buf_2 > buf_4 > nand3_1 > inv_1 > nand3_1 > nor2_4 > buf_4	
final_timing	Worst Skew	37.7	ps
final_layout	Reg with most FFs	mem	
floorplanning	core area	106000	um^2
synthesis	Mapped Area	42900	um^2
final_timing	TNS Setup	0	ps
floorplanning	site row count	119	
final_layout	final core utilization	47.1	%
place	count of input and output buffers	105	
final_timing	Least-Margin Pin Slew	919	ps
synthesis	largest area contributor in the netlist	edfxtp_1	
clock_tree	CTS resizes	0	
clock_tree	Worst-path clk slew	60	ps
clock_tree	post-CTS setup buffers	0	
clock_tree	Clock Tree Root	clkbuf_16	
final_timing	final setup margin	11070	ps
place	Detail Placement HPWL	58000	um
power	Power Density	150	nW/um^2
final_timing	period utilization	34.5	%
final_timing	Period minus WS final	5830	ps
clock_tree	CTS Buf Count	110	
floorplanning	Die ar.	109000	um^2
place	pre-CTS WS	10400	ps
global_routing	vias in the first global route	23400	
setup_path	maximum fanout along the worst path	34	
drt	Iteration-0 DRC Markers	1441	
setup_path	Buf+Inv Stages, Crit Path	4	
global_routing	global-route wire length before repair	152000	um
final_layout	multi-input logic area	8890	um^2
global_routing	total track usage	21.0	%
setup_path	Required @ worst endpoint	17200	ps
synthesis	Synth area leaders	edfxtp_1 72%, mux2i_1 12%, dfrtp_1 6.1%	
global_routing	largest net degree at the start of global routing	97	
setup_path	worst setup path startpoint	Pwrite	
setup_path	CP delay by family, top	simple AND/OR/NAND/NOR gates	
hold_path	hold_sp	read_data[18]	
final_layout	Layout fillers	8515	
run	Log Warnings	54	
final_layout	Area Overhead vs Synth	16.2	%
synthesis	Distinct cells, synth	32	
floorplanning	Die Wd	329	um
final_timing	RSZ-0062 raised after global routing	no	
drt	Pre-Repair DR Iteration Count	18	
setup_path	Worst Path Arrival	6130	ps
run_status	result of the run	complete, no violations	
synthesis	Synth warnings	0	
drt	WL per Instance	25.5	um
global_routing	initial antenna violation count	1	
clock_tree	CTS H-Tree Depth	3	
drt	Post-Route WL	104000	um
final_layout	Flop area	33400	um^2
clock_tree	Latency at later pin	690	ps
## cell usage after synthesis
library cell and n:
nand3b_1 3, a31oi_1 32, buf_4 8, nor2b_1 2, buf_1 3, a21o_1 32
nand2_1 35, or4_1 1, buf_6 10, o21ai_0 32, mux2_2 5, nor3_1 4
nand4_2 1, conb_1 1, clkbuf_2 2, inv_1 33, nand4bb_1 6, nand4b_2 1
mux2i_1 512, nor2_1 64, clkbuf_1 33, dfrtp_1 104, buf_2 94, nand4b_1 3
or3b_2 2, o22ai_1 256, nor4_1 64, or3_1 2, nand3_1 35, edfxtp_1 1024
or4b_1 4, dfstp_2 1
## final cells by class
class / count / area share, %
well taps: 1391 / 3.49
clock buffers: 157 / 6.32
inverters: 33 / 0.249
multi-input cells: 1097 / 17.9
clock inverters: 51 / 0.912
flip-flops and latches: 1129 / 67.0
repair buffers: 238 / 4.16
## cells by family after synthesis
logic type | count (synthesis) | synth area share, %
AND-OR/OR-AND | 352 | 5.14
buffers and inverters | 183 | 2.13
flip-flops | 1129 | 77.8
multiplexers | 517 | 12.1
other | 1 | 0.00875
AND/OR/NAND/NOR | 227 | 2.80
## layer usage
layer,vias up,share of wire [%]
met5,-,0.048
met2,1212,48
met4,4,1.9
li1,10000,-
met3,127,15
met1,11100,35
## worst reg2reg max path, cell delays in order (launching register included)
cell and delay (ps):
dfrtp_4 950, buf_4 760, buf_12 590, buf_4 890
mux2i_1 280, o22ai_1 110, nor4_1 740, nand2_1 140
a21o_1 210
## final timing paths
path | to | slack, ps | cells after the start
max in group asynchronous | temp[30] | 12790 | 3
hold reg to reg | Prdata[18] | 380 | 0
hold / removal | Prdata[18] | 380 | 0
min in group asynchronous | Prdata[16] | 2570 | 1
setup reg to reg | temp[14] | 12130 | 8
setup / recovery | mem[31][10] | 11070 | 7
## per-stage QoR
stage | total power [mW] | area (um^2) | std cells
after floorplan | 4.37 | 42900 | 2409
after global placement | 5.14 | 46200 | 3888
after detailed placement | 5.17 | 46200 | 3888
after CTS | 7.55 | 49800 | 4096
after global routing | 7.81 | 49800 | 4096
final | 7.49 | 49800 | 4096
## report_power, final
group | switching, mW | internal (mW)
clock network | 1.00 | 1.39
logic | 1.03 | 0.782
registers | 0.109 | 3.18
## cells in the final DEF (no fill, tap or decap), types with 36 or more instances in the layout
| master | n |
|---|---|
| buf_4 | 131 |
| clkbuf_16 | 113 |
| clkdlybuf4s50_1 | 103 |
| dfrtp_1 | 102 |
| edfxtp_1 | 1024 |
| mux2i_1 | 512 |
| nor2_1 | 36 |
| nor4_1 | 58 |
| o22ai_1 | 256 |
Power figures rest on the tool's default switching activity, not on a simulated workload.
